==> flow/run.sh <==
#!/bin/bash
# OpenROAD 26Q1-2900-gdf79404cd8, Yosys 0.63+post, stock flow scripts
make -C /OpenROAD-flow-scripts/flow DESIGN_CONFIG=/design/flow/config.mk WORK_HOME=/design/flow/orfs finish
==> flow/config.mk <==
export PLATFORM = sky130hd
export DESIGN_NAME = SerialPortSlave
export DESIGN_NICKNAME = SerialPortSlave
export VERILOG_FILES = /design/flow/design.v
export SDC_FILE = /design/flow/constraint.sdc
export NUM_CORES = 4
export LEC_CHECK = 1
export CORE_UTILIZATION = 50
==> flow/constraint.sdc <==
current_design SerialPortSlave

set clk_period 5.0
set clk_io_pct 0.2

create_clock -name clk0 -period $clk_period [get_ports {clk_bus}]
create_clock -name clk1 -period $clk_period [get_ports {uart_clk}]

set non_clock_inputs [all_inputs -no_clocks]
set_input_delay [expr $clk_period * $clk_io_pct] -clock clk0 $non_clock_inputs
set_output_delay [expr $clk_period * $clk_io_pct] -clock clk0 [all_outputs]
==> flow/design.v <==
module SerialPortSlave(dat_i, dat_o, ack_o, adr_i, cyc_i,
    err_o, rty_o, sel_i, stb_i, we_i, stall_o,
    clk_bus, rst_bus, 
    uart_clk, uart_busy, uart_ready, uart_start,
    uart_dat_i, uart_dat_o, irq, irq_permitted);
input wire clk_bus;
input wire rst_bus;
input wire [31:0] dat_i;
output wire [31:0] dat_o;
output wire ack_o;
input wire [31:0] adr_i;
input wire cyc_i;
output wire err_o;
output wire rty_o;
input wire [3:0] sel_i;
input wire stb_i;
input wire we_i;
output wire stall_o;
input wire uart_clk;
input wire uart_busy;
input wire uart_ready;
output reg uart_start;
output reg [7:0] uart_dat_o;
input wire [7:0] uart_dat_i;
output wire irq;
input wire irq_permitted;
reg [7:0] dat_received[15:0];
reg [7:0] dat_to_send[15:0];
reg [3:0] dat_recv_he;
reg [3:0] dat_recv_ta;
reg [3:0] dat_send_he;
reg [3:0] dat_send_ta;
reg [7:0] dat_next_to_send;
wire stall;
reg ack;
localparam STATE_IDLE = 3'b00,
    STATE_WRITE = 3'b01,
    STATE_READ = 3'b10,
    STATE_ERR = 3'b11,
    STATE_READ_COUNT = 3'b100;
reg [2:0] state;
reg [7:0] ans;
initial begin
    uart_start <= 0;
    ack <= 0;
    dat_recv_he <= 0;
    dat_recv_ta <= 0;
    dat_send_he <= 0;
    dat_send_ta <= 0;
    state <= 0;
end
always @(posedge clk_bus) begin
    if(cyc_i && stb_i && !stall) begin
        if(adr_i[2] == 0) begin
            if(we_i) begin
                if(dat_send_ta + 1'b1 == dat_send_he) begin
                    ack <= 0;
                    dat_next_to_send <= dat_i[7:0];
                end else begin
                    dat_to_send[dat_send_ta] <= dat_i[7:0];
                    dat_send_ta <= dat_send_ta + 1'b1;
                    ack <= 1;
                end
                state <= STATE_WRITE;
            end else begin
                if(dat_recv_he != dat_recv_ta) begin
                    ans <= dat_received[dat_recv_he];
                    dat_recv_he <= dat_recv_he + 1;
                    ack <= 1;
                end else
                    ack <= 0;
                state <= STATE_READ;
            end
        end else begin
            if(we_i) begin
                ack <= 0;
                state <= STATE_ERR;
            end else begin
                ack <= 1;
                ans <= {dat_recv_ta - dat_recv_he, 
                    dat_send_he - dat_send_ta - 1'b1};
                state <= STATE_READ_COUNT;
            end
        end
    end else begin
        case(state)
            STATE_READ: begin
                if(ack) begin
                    ack <= 0;
                    state <= STATE_IDLE;
                end else if(dat_recv_he != dat_recv_ta) begin
                    dat_recv_he <= dat_recv_he + 1'b1;
                    ans <= dat_received[dat_recv_he];
                    ack <= 1;
                end
            end
            STATE_WRITE: begin
                if(ack) begin
                    ack <= 0;
                    state <= STATE_IDLE;
                end else if(dat_send_ta + 1'b1 != dat_send_he) begin
                    dat_to_send[dat_send_ta] <= dat_next_to_send;
                    dat_send_ta <= dat_send_ta + 1'b1;
                    ack <= 1;
                end
            end
            STATE_READ_COUNT: begin
                ack <= 0;
                state <= STATE_IDLE;
            end
            STATE_ERR: begin
                state <= STATE_IDLE;
            end
        endcase
    end
end
always @(posedge uart_clk) begin
    if(uart_ready) begin
        dat_received[dat_recv_ta] <= uart_dat_i;
        dat_recv_ta <= dat_recv_ta + 1'b1;
    end
    if(!uart_busy) begin
        if(dat_send_he != dat_send_ta) begin
            uart_dat_o <= dat_to_send[dat_send_he];
            dat_send_he <= dat_send_he + 1'b1;
            uart_start <= 1;
        end else begin
            uart_start <= 0;
        end
    end
end
assign ack_o = ack;
assign err_o = (state == STATE_ERR);
assign rty_o = 0;
assign dat_o = {{24{1'b0}}, ans};
assign stall = (state != STATE_IDLE) & ~ack & (state != STATE_ERR);
assign stall_o = stall;
assign irq = irq_permitted & (dat_recv_he != dat_recv_ta);
endmodule
==> results.yml <==
# yosys + openroad results
layout:
  syn_to_final_growth_pct: 15.0
  post_layout_nonfiller_instances: 1066
  fillerInstances: 1717
  final_layout_size_suffix_gt1_share_pct: 24.8
synthesis:
  synth.top_cell.area_share_pct: 71.2
  synth.cellmix.adderShare_pct: 2.07
  synth_flops: 301
  synthesis.instances: 644
  synth.cells.most_frequent: "edfxtp_1, mux4_2, buf_4"
  post_synth_ao_oa_area_fraction_pct: 1.76
  synth-edff-count: 301
  synth_stat.cells: 644
  post-synth-top-area-cell: "edfxtp_1"
  synth.distinct_cells: 46
  postSynthSeqShare_pct: 71.2
  ys_top_cells_by_area: "edfxtp_1, mux4_2, buf_4, ha_1, mux4_1"
  post-synth-top-count-cell: "edfxtp_1"
  synth.yosys.chip_area_sq_um: 12700
  and_or_nand_nor_area_share_pct: 4.60
  mux_share_pct: 15.4
  flop_cell: "edfxtp_1"
  synthArstFlopShare_pct: 0
  top_logic_kind: "multiplexers"
  synthXorXnorAreaFrac_pct: 1.52
  post_synth_instance_area_sq_um: 12700
  synth_area_per_cell_sq_um: 19.7
  ys_warn_count: 1
route:
  first_pass_iters: 6
  viasPerCell: 5.63
  routedWlPerCell_microns: 22.0
  remaining_drc_errors: 0
  drt_first_iter_violations: 398
  antennaDiodeCount: 0
  antenna_left: 0
  num_vias: 5999
  finalWirelength_microns: 23400
final_timing:
  slew_headroom_pct: 40.4
  actual_transition_at_the_worst_max_transition_pin_ns: 0.887
  setup_viol: 0
  hold_violations: 0
  maxSlewViolCount: 0
  grt_setup_unrepaired: "no"
  skew_ns: 0.0105
  tns_ns: 0
job:
  log.warning_count: 92
  cap_violations: 0
min_path:
  hp-start: "dat_send_ta[0]"
  holdCritPathClass: "reg -> reg"
worst_setup_path:
  critPathLaunchType: "flop"
  crit_cells: 5
  worst_ep_arrival_time_ns: 2.58
  worst-r2r-cell-count: 4
  critical_path.reg2reg.endpoint: "dat_next_to_send[1]"
  rr_startpoint: "dat_send_he[3]"
  critPathBufInv: 1
  flop2flop_setup_slack_ns: 2.07
  crit_path_end: "irq"
  endpoint_kind: "output port"
  req_time_crit_path_ns: 4.00
  critPathMaxStageDelay_ns: 0.58
  critical_path.slowest_cell: "edfxtp_1"
  critical_path.max_fanout: 11
  critPathTopFamily: "simple AND/OR/NAND/NOR gates"
  worst_path_cell_chain: "ha_1 > nand3_1 > or2_2 > and2_1 > clkdlybuf4s50_1"
  startpoint: "dat_recv_ta[2]"
  path_class: "reg -> out"
pwr:
  combinational_cell_fraction_of_total_power_pct: 20.2
  switching_share_pct: 28.1
  switchingPower_mw: 2.00
  power_frac_seq_pct: 44.9
  cellLeakagePower_nw: 4.85
  vdd.ir_drop.worst_mv: 0.263
  power_density_cells_nw_per_um2: 488
  internal_power_mw: 5.13
  power_frac_clock_pct: 34.9
placement:
  hpwlAfterDp_microns: 15100
  placement.io_buffers: 44
  gpl.final_weighted_congestion: 0.852
  dpl.cell_count: 1002
grt:
  wire_length_of_the_first_global_routing_pass_microns: 36600
  grt_max_degree: 38
  antenna_found_initial: 0
  track_usage_pct: 21.3
  number_of_global_route_vias_before_repair: 6411
  grt_remaining_overflow: 0
clock_network:
  cts_sinks: 301
  cts_repair_resize_count: 0
  ctsHoldBuffers: 0
  clkSlewWorstSetupHoldPaths_ns: 0.07
  cts_tree: "built"
  post-cts-setup-buffers: 0
run_status:
  outcome: "finished, final reports clean"
floorplanning:
  die-width_microns: 161
  io_pins: 131
  core_sq_um: 24600
  num_rows: 57
  fp.dieH_microns: 161
  initial_utilization_pct: 51.6
  die-area_sq_um: 26000
-- cell families (layout without fill, tap and decap cells) --
| family | Yosys count | in the layout |
|---|---|---|
| simple gates | 106 | 106 |
| buf+inv | 74 | 148 |
| xor+xnor | 19 | 19 |
| other cells | 1 | 25 |
| compound gates | 27 | 27 |
| fa+ha+maj | 20 | 20 |
| flops | 301 | 301 |
| mux | 96 | 96 |
-- flip-flops by register name, summed over array words and instances, names as in the netlist, 3 cells and up --
| signal | count |
|---|---|
| dat_recv_he | 4 |
| dat_next_to_send | 8 |
| dat_to_send | 128 |
| dat_received | 128 |
| ans | 8 |
| dat_recv_ta | 4 |
| dat_send_he | 4 |
| dat_send_ta | 4 |
| state | 3 |
| uart_dat_o | 8 |
-- cell type report --
type	instances	area, sq um	area share (%)
multi-input combinational	293	3310	22.7
tap	324	405	2.78
clock buffer	34	851	5.82
timing repair buffer	69	628	4.30
inverter	15	56.3	0.385
clock inverter	30	318	2.18
sequential	301	9040	61.9
-- placed cells by master, fill, tap and decap left out, types with 14 or more instances in the layout --
cell,n
clkbuf_16,34
inv_1,14
buf_4,25
nor4_1,16
mux4_2,64
nand2_1,17
ha_1,17
nor3_1,26
conb_1,25
edfxtp_1,301
clkdlybuf4s50_1,44
mux2_2,16
-- power groups by stage --
stage                 clock network (mW)  registers (mW)  logic [mW]
after global routing                2.65            3.23        1.57
final                               2.49            3.21        1.44
after CTS                           2.54            3.21        1.47
-- how the worst min path moves through the flow --
stage	endpoint	cells after the start
4_1_cts	dat_send_ta[0]	1
5_1_grt	dat_send_ta[0]	1
6_report	dat_send_ta[0]	1
-- metrics by stage --
step	hold slack, ns	utilization, %	power, mW	cell area [sq um]	setup slack (ns)
after floorplan	0.575	-	4.28	12800	1.96
after detailed placement	0.672	54.6	4.72	13400	1.67
after CTS	0.684	59.4	7.22	14600	1.39
after global placement	0.653	54.6	4.69	13400	1.77
final	0.684	59.4	7.13	14600	1.42
after global routing	0.714	59.4	7.45	14600	1.30
-- per-layer routing --
layer	global-route usage, %	wire (microns)
met1	32.4	8760
met2	33.2	12300
met3	9.35	1970
met4	3.00	367
met5	0	0
Power figures rest on the tool's default switching activity, not on a simulated workload.
