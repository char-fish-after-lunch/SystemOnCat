==> design/flow/design.v <==
module FlashSlave(dat_i, dat_o, ack_o, adr_i, cyc_i,
    err_o, rty_o, sel_i, stb_i, we_i, stall_o,
    clk_bus, rst_bus,
    flash_a, flash_d, flash_rp_n, flash_vpen,
    flash_ce_n, flash_we_n, flash_oe_n, flash_byte_n, flash_clk);
input wire clk_bus;
input wire rst_bus;
input wire [31:0] dat_i;
output reg [31:0] dat_o;
output wire ack_o;
input wire [31:0] adr_i;
input wire cyc_i;
output wire err_o;
output wire rty_o;
input wire [3:0] sel_i;
input wire stb_i;
input wire we_i;
output wire stall_o;
input wire flash_clk;
output reg [22:0]flash_a;  
inout  wire [15:0]flash_d;  
output wire flash_rp_n;  
output wire flash_vpen;  
output wire flash_ce_n;  
output wire flash_oe_n;  
output wire flash_we_n;  
output wire flash_byte_n;  
reg [1:0] read_phase;
reg [1:0] o_read_phase;
reg req, we;
reg [31:0] adr, dat;
reg [7:0] dat_read;
initial begin
    read_phase <= 0;
    o_read_phase <= 0;
    req <= 0;
    adr <= 0;
    we <= 0;
    dat <= 0;
end
always @(posedge clk_bus) begin
    req <= cyc_i & stb_i;
    adr <= adr_i;
    we <= we_i;
    dat <= dat_i;
    if(req && adr[3:2] == 2'b01 && we) begin
        flash_a <= dat[22:0];
        o_read_phase <= read_phase + 2'b10;
    end
end
always @* begin
    case(adr[3:2])
        2'b00: begin
            dat_o = {{24{1'b0}}, dat_read};
        end
        2'b01: begin
            dat_o = {32{1'b0}};
        end
        default: begin
            dat_o = {{31{1'b0}}, o_read_phase == read_phase};
        end
    endcase
end
always @(posedge flash_clk) begin
    if(o_read_phase != read_phase) begin
        read_phase <= read_phase + 2'b01;
        if(o_read_phase - read_phase == 1'b01) begin
            dat_read <= flash_d[7:0];
        end
    end
end
assign flash_byte_n = 1'b0;
assign flash_d = {16{1'bZ}};  
assign flash_vpen = 1'b0;
assign flash_rp_n = 1'b1;
assign ack_o = req;
assign err_o = 0;
assign rty_o = 0;
assign stall_o = 0;
assign flash_ce_n = (o_read_phase - read_phase != 2'b01);
assign flash_we_n = 1'b1;
assign flash_oe_n = 1'b0;
endmodule
==> design/flow/run.sh <==
#!/bin/bash
# OpenROAD 26Q1-2900-gdf79404cd8, Yosys 0.63+post, stock flow scripts
make -C /OpenROAD-flow-scripts/flow DESIGN_CONFIG=/design/flow/config.mk WORK_HOME=/design/flow/orfs finish
==> design/flow/config.mk <==
export PLATFORM = sky130hd
export DESIGN_NAME = FlashSlave
export DESIGN_NICKNAME = FlashSlave
export VERILOG_FILES = /design/flow/design.v
export SDC_FILE = /design/flow/constraint.sdc
export NUM_CORES = 4
export LEC_CHECK = 1
export CORE_UTILIZATION = 30
==> design/flow/constraint.sdc <==
current_design FlashSlave

set clk_period 1.8
set clk_io_pct 0.2

create_clock -name clk0 -period $clk_period [get_ports {clk_bus}]
create_clock -name clk1 -period $clk_period [get_ports {flash_clk}]

set non_clock_inputs [all_inputs -no_clocks]
set_input_delay [expr $clk_period * $clk_io_pct] -clock clk0 $non_clock_inputs
set_output_delay [expr $clk_period * $clk_io_pct] -clock clk0 [all_outputs]
==> results.py <==
# Flow results
metrics = {
    "pwr": {
        "comb_power_share": 0.114,
        "max_ir_drop_vdd_mv": 0.915,
        "seq_power_share": 0.558,
        "clkPwrFrac": 0.328,
        "switchingPower_mw": 0.543,
        "total_leakage_power_nw": 1.02,
        "power-per-cell-area_nw_per_um2": 1030,
        "power.switching_fraction": 0.213,
        "power_mw": 2.54,
        "p_int_mw": 2.00,
    },
    "timing": {
        "worst_clock_skew_ns": 0.00507,
        "setup-tns-final_ns": 0,
        "rsz_0062_raised_after_global_routing": "no",
        "finalSetupViolations": 0,
        "slew_violations": 0,
        "finalHoldViolations": 0,
    },
    "detailed_routing": {
        "drt-vias-per-instance": 3.33,
        "post-route-drc-count": 0,
        "via_count": 890,
        "route.antenna.remaining_nets": 0,
        "first_iter_violations": 42,
        "wl_per_cell_microns": 9.03,
        "insertedDiodeCount": 0,
        "route.final.wire_length_microns": 2410,
        "drt_pre_antenna_iters": 4,
    },
    "global_routing": {
        "first_global_vias": 662,
        "track_usage": 0.0668,
        "grt_antenna_before_repair": 0,
        "grt_max_degree": 26,
        "globalRouteOverflowTotal": 0,
        "grt_first_pass_wirelength_microns": 3140,
    },
    "run_status": {
        "run_status": "finished clean",
    },
    "critical_path": {
        "endpoint_kind": "output port",
        "cp_slowest_stage_delay_ns": 0.40,
        "critical_path.top_delay_family": "flip-flops",
        "critical_path_class": "reg -> out",
        "cell_with_the_biggest_individual_delay_on_the_critical_path": "sky130_fd_sc_hd__edfxtp_1",
        "cp_data_required_time_ns": 1.44,
        "path_buffers": 3,
        "crit_chain": "inv_2, ha_4, buf_6, nor2b_1, mux2i_1, buf_2",
        "critical_path_peak_fanout": 3,
        "signal_arrival_time_at_the_worst_endpoint_ns": 1.37,
        "critical_path.startpoint_type": "flop",
    },
    "die": {
        "core_sq_um": 5960,
        "ios": 155,
        "die-area_sq_um": 6530,
        "die_height_microns": 80.8,
        "num_rows": 28,
        "core_util_floorplan": 0.313,
        "die-width_microns": 80.8,
    },
    "synth": {
        "ys.flops": 54,
        "synth-seq-area-share": 0.725,
        "synth_area_per_cell_sq_um": 14.9,
        "yosysCellCount": 125,
        "synth-area-yosys_sq_um": 1860,
        "synthesis.area_sq_um": 1860,
        "synth_warnings": 2,
        "synthCells": 125,
        "synth_cell_type_count": 15,
    },
    "finish": {
        "final.fill_count": 545,
        "final_common_cell": "sky130_fd_sc_hd__conb_1",
        "layout_top_cells": "sky130_fd_sc_hd__conb_1 (55), sky130_fd_sc_hd__clkdlybuf4s50_1 (52), sky130_fd_sc_hd__dfxtp_1 (27), sky130_fd_sc_hd__edfxtp_1 (27), sky130_fd_sc_hd__clkbuf_8 (8)",
        "synthToLayoutAreaGrowth_pct": 32.1,
        "post_route_cells_drive_above_1_share": 0.0990,
    },
    "placed_design": {
        "buffer_ports.inserted": 54,
        "gp_congestion": 0.651,
        "dpl.hpwl_microns": 1630,
    },
    "cts": {
        "tritoncts": "yes",
        "cts_hold_buffers": 0,
        "clkSinkCount": 54,
        "clk_pin_slew_worst_setup_hold_paths_ns": 0.09,
    },
    "run": {
        "openroad.warnings": 70,
        "max_cap_viol_count": 0,
    },
    "min_path": {
        "min-delay-path-class": "reg -> reg",
    },
}
-- power by group through the flow --
| stage | sequential [mW] | combinational (mW) | clock [mW] |
|---|---|---|---|
| after CTS | 1.42 | 0.292 | 0.873 |
| after global routing | 1.43 | 0.322 | 0.916 |
| final | 1.42 | 0.291 | 0.835 |
-- worst paths after layout --
path | cells after the start | from | to | slack, ns
max in group clk1 | 4 | o_read_phase[0] | read_phase[1] | 0.55
setup / recovery | 6 | o_read_phase[0] | flash_ce_n | 0.07
hold / removal | 0 | dat[11] | flash_a[11] | 0.41
hold reg to reg | 0 | dat[11] | flash_a[11] | 0.41
min in group clk1 | 2 | read_phase[1] | read_phase[0] | 0.73
setup reg to reg | 3 | adr[2] | flash_a[21] | 0.53
-- final cells by class --
cell class	count	area (sq um)	share of cell area
Multi-Input combinational cell	66	308	0.125
Timing Repair Buffer	58	568	0.231
Sequential cell	54	1350	0.549
Tap cell	75	93.8	0.0381
Clock buffer	8	110	0.0447
Inverter	3	11.3	0.00457
Clock inverter	3	21.3	0.00863
-- cells in the mapped netlist, drive strengths merged --
cell    count  area (sq um)
edfxtp     27           811
conb        2          7.51
and3b       1          8.76
mux2i       1          10.0
and2        1          6.26
and3        1          6.26
nor2b       2          12.5
inv         3          11.3
dfxtp      27           541
xnor2       1          8.76
ha          1          12.5
nor2        1          3.75
nand2       1          3.75
buf        55           413
xor2        1          8.76
-- what timing repair did --
item	in CTS	in global routing
buffers inserted	1	0
setup endpoints to repair	2	1
resized	8	0
pin swaps	1	1
cloned	0	0
-- per-stage QoR --
step	hold WS (ns)	instance area, sq um	instances	worst slack, ns	util
4_1_cts	0.408	2460	267	0.0426	0.414
3_5_place_dp	0.389	2310	255	0.0795	0.387
3_3_place_gp	0.386	2310	255	0.0557	0.387
5_1_grt	0.412	2460	267	0.00714	0.414
6_report	0.409	2460	267	0.0694	0.414
2_1_floorplan	0.386	2060	178	0.316	-
-- sequential cells by signal (all words and copies together), names as in the netlist --
signal and flops:
dat 23, we 1, o_read_phase 2, req 1
flash_a 23, adr 2, read_phase 2
-- routing by layer --
metal	track usage	up-vias	wire, microns
li1	-	425	-
met1	0.0860	394	960
met2	0.105	66	1110
met3	0.0274	5	281
met4	0.0214	0	62
met5	0	-	0
-- logic make-up (layout without fill, tap and decap cells) --
family	after synthesis	count (layout)	share of synthesized area
xor+xnor	2	2	0.00940
mux	1	1	0.00537
flops	54	54	0.725
buf+inv	58	72	0.228
other cells	2	55	0.00403
fa+ha+maj	1	1	0.00671
simple gates	7	7	0.0221
Power and IR drop assume default switching activity.
