## /design/flow/config.mk

```make
export PLATFORM = sky130hd
export DESIGN_NAME = RAMSlave
export DESIGN_NICKNAME = RAMSlave
export VERILOG_FILES = /design/flow/design.v
export SDC_FILE = /design/flow/constraint.sdc
export NUM_CORES = 4
export LEC_CHECK = 1
export CORE_UTILIZATION = 40
```

## /design/flow/constraint.sdc

```tcl
current_design RAMSlave

set clk_period 1.9
set clk_io_pct 0.2

create_clock -name clk0 -period $clk_period [get_ports {clk_bus}]

set non_clock_inputs [all_inputs -no_clocks]
set_input_delay [expr $clk_period * $clk_io_pct] -clock clk0 $non_clock_inputs
set_output_delay [expr $clk_period * $clk_io_pct] -clock clk0 [all_outputs]
```

## /design/flow/design.v

```verilog
module RAMSlave(dat_i, dat_o, ack_o, adr_i, cyc_i,
    err_o, rty_o, sel_i, stb_i, we_i, stall_o,
    sram_adr, sram_dat, sram_ce, sram_oe,
    sram_we, sram_be, clk_bus, rst_bus);
input wire clk_bus;
input wire rst_bus;
input wire [31:0] dat_i;
output wire [31:0] dat_o;
output reg ack_o;
input wire [31:0] adr_i;
input wire cyc_i;
output wire err_o;
output wire rty_o;
input wire [3:0] sel_i;
input wire stb_i;
input wire we_i;
output wire stall_o;
output wire [19:0] sram_adr;
inout wire [31:0] sram_dat;
output wire sram_ce;
output wire sram_oe;
output wire sram_we;
output wire [3:0] sram_be;
reg [31:0] stored_dat;
reg [19:0] target_adr;
reg [3:0] bit_sel;
localparam STATE_IDLE = 3'b000,
    STATE_READ = 3'b001,
    STATE_WRITE = 3'b010;
reg [2:0] state;
initial begin
    state <= STATE_IDLE;
end
always@(posedge clk_bus) begin
    if (cyc_i && stb_i) begin
        ack_o <= 1'b1;
        target_adr <= adr_i[21:2];
        bit_sel <= sel_i;
        if(we_i) begin
            stored_dat <= dat_i;
            state <= STATE_WRITE;
        end
        else
            state <= STATE_READ;
    end
    else begin
        case(state)
            STATE_WRITE: begin
                ack_o <= 1'b0;
                state <= STATE_IDLE;
            end
            STATE_READ: begin
                ack_o <= 1'b0;
                state <= STATE_IDLE;
            end
        endcase
    end
end
    assign sram_we = state != STATE_WRITE;
    assign sram_ce = state == STATE_IDLE;
    assign sram_dat = state == STATE_WRITE ? stored_dat : {32{1'bZ}};
    assign sram_oe = 1'b0;
    assign dat_o = sram_dat;
    assign err_o = 1'b0;
    assign rty_o = 1'b0;
    assign sram_adr = target_adr;
    assign sram_be = ~bit_sel;
    assign stall_o = 1'b0;
endmodule
```

## /design/flow/run.sh

```bash
#!/bin/bash
# OpenROAD 26Q1-2900-gdf79404cd8, Yosys 0.63+post, stock flow scripts
make -C /OpenROAD-flow-scripts/flow DESIGN_CONFIG=/design/flow/config.mk WORK_HOME=/design/flow/orfs finish
```

==> flow_metrics.tcl <==
# collected from the flow reports
set metrics [dict create \
    outcome "aborted with a tool error" \
    postSynthCellCount 113 \
    logic_family "buffers and inverters" \
    area_leaders "edfxtp_1 (82%), buf_4 (13%), inv_1 (1.6%)" \
    htree_levels 3 \
    ys_area_mm2 0.00213 \
    cts_root_buf "clkbuf_8" \
    cts_hold_buf 0 \
    ys_sh_mux_pct 0 \
    syn_area_mm2 0.00213 \
    yosysUniqueCellTypes 11 \
    place_hpwl_um 3140 \
    initial_core_util_pct 41.7 \
    ys_seq_elements 59 \
    synth.cellmix.adderShare_pct 1.17 \
    xor_share_pct 0 \
    post_synth.cell_area_avg_um2 18.9 \
    cts_buffers 9 \
    ys_cells 113 \
    io_pins 168 \
    place_congestion 0.729 \
    post_cts_buffers 0 \
    placementRows 26 \
    portBuffers 118 \
    top_area_cell "edfxtp_1" \
    error "[error] [KeplerFormal.cpp:679] Workflow failed: Iso has multiple drivers: .sram_dat0, sram_dat[0]$_DFFE_PP_.Q0" \
    dpl.cell_count 270 \
    cts.sinks 59 \
    synth_seq_share_pct 82.7 \
    cts_resized 0 \
    die_y_um 75.0 \
    die_w_um 75.0 \
    synth.cellmix.simpleShare_pct 1.47 \
    clock_path_buffers 2 \
    aoi_share_pct 0.235 \
    synth_top_area_share_pct 81.7 \
    yosys_warnings 2 \
    dpl_cell_area_mm2 0.00318 \
    haltStage "clock tree synthesis" \
]
[cells in the mapped netlist (all sizes together)]
master / count
and3: 2
edfxtp: 58
ha: 2
nor2: 1
inv: 9
nand2: 1
dfxtp: 1
o21ai: 1
conb: 1
buf: 36
nand2b: 1
[stage by stage]
| stage | util, % | hold slack (ps) | worst slack [ps] |
|---|---|---|---|
| 2_1_floorplan | - | 426 | 290 |
| 3_3_place_gp | 62.3 | 471 | 255 |
| 3_5_place_dp | 62.3 | 470 | 240 |
[logic make-up after synthesis]
group | after synthesis
AND-OR/OR-AND | 1
AND/OR/NAND/NOR | 5
other | 1
flip-flops | 59
adder cells (fa/ha/maj) | 2
buffers and inverters | 45
